==> /design/flow/design.v <==
module mul1b(input x, y, si, ci, output cout, sout);
	sum1b adder0 (si, (x & y), ci, cout, sout);
endmodule
module mul3bj(input [2:0]x, y, output [5:0]z);
	wire [8:0]cx, sx[8:0];
	mul1b u0(x[0], y[0], 0, 0, cx[0], sx[0]);
	mul1b u1(x[1], y[0], 0, cx[0], cx[1], sx[1]);
	mul1b u2(x[2], y[0], 0, cx[1], cx[2], sx[2]);
	mul1b u3(x[0], y[1], sx[1], 0, cx[3], sx[3]);
	mul1b u4(x[1], y[1], sx[2], cx[3], cx[4], sx[4]);
	mul1b u5(x[2], y[1], cx[2], cx[4], cx[5], sx[5]);
	mul1b u6(x[0], y[2], sx[4], 0, cx[6], sx[6]);
	mul1b u7(x[1], y[2], sx[5], cx[6], cx[7], sx[7]);
	mul1b u8(x[2], y[2], cx[5], cx[7], cx[8], sx[8]);
	assign z[0] = sx[0];
	assign z[1] = sx[3];
	assign z[2] = sx[6];
	assign z[3] = sx[7];
	assign z[4] = sx[8];
	assign z[5] = cx[8];
endmodule
module sum1b(input a, b, cin, output cout, out);
	assign cout = (b & cin) | (a & !b & cin) | (a & b & !cin);
	xor(out, a, b, cin);
endmodule
==> /design/flow/run.sh <==
#!/bin/bash
# OpenROAD 26Q1-2900-gdf79404cd8, Yosys 0.63+post, stock flow scripts
make -C /OpenROAD-flow-scripts/flow DESIGN_CONFIG=/design/flow/config.mk WORK_HOME=/design/flow/orfs finish
==> /design/flow/config.mk <==
export PLATFORM = sky130hd
export DESIGN_NAME = mul3bj
export DESIGN_NICKNAME = mul3bj
export VERILOG_FILES = /design/flow/design.v
export SDC_FILE = /design/flow/constraint.sdc
export NUM_CORES = 4
export LEC_CHECK = 1
export CORE_AREA = 10 10 70 70
export DIE_AREA = 0 0 80 80
==> /design/flow/constraint.sdc <==
current_design mul3bj

set clk_period 2.0
set clk_io_pct 0.2

create_clock -name clk0 -period $clk_period

set non_clock_inputs [all_inputs -no_clocks]
set_input_delay [expr $clk_period * $clk_io_pct] -clock clk0 $non_clock_inputs
set_output_delay [expr $clk_period * $clk_io_pct] -clock clk0 [all_outputs]
==> run summary <==
The flow run is done. The run finished, with violations left. The final reports fail on setup timing. Number of warnings the tools reported landed at 35. The tightest hold path in the finished design has a slack of between 1000 and 1500 ps.

Hold violation count in the final report landed at 0. Per the power-grid run, VDD falls by no more than around 0.028 mV. Hold repair after CTS inserted 0 buffers. The vertical die dimension reported for this design is 80 um.

The region available for standard cell placement spans 3420 um2. Pin slew with the least headroom to its limit landed at 161 ps. After its last routability iteration, the placer logged a weighted congestion of 0.781.

Setup repair after global routing could not meet its margin everywhere. Total inserted antenna cells landed at 0. The number of global-route vias before repair is 213. Global route total overflow landed at 0. 12 I/O pins were placed. Prior to clock tree synthesis, the placed netlist has a worst setup slack of -1400 ps. Post-layout period usage of the worst path landed at 133%. In the post-synthesis netlist, the biggest area contributors are ha_1 22%, buf_4 20%, fa_1 17%. Detailed router's first-iteration violation count landed at 2. Power comes to ~0.08 mW. Effective utilization at floorplan landed at 6.74%. Area fraction of the dominant cell type after synthesis landed at ~22%.

Floorplan row count landed at 21. The critical path is of the in -> out type. With fillers left out, the area of the finished cells amounts to approximately 440 um2. The cell type that accounts for the most area after synthesis is ha_1. Timing-limited maximum frequency landed at 0.375 GHz. Global routing usage summed across all routing layers landed at between 1.5 and 2%. Looking at the critical path, the single cell with the biggest stage delay is fa_2. The design has 0 sequential cells.

Count of clock-net buffers in the final layout landed at 0. Pin count of the biggest net entering global routing landed at 6. In the final routed layout, each cell accounts on average for around 7.5 um. The kind of cell with the highest combined delay along the critical path is adder cells. Detailed-route via count landed at 206. Summed standard-cell area reported by yosys landed at 230 um2. After synthesis, the mean cell area works out to 7.94 um2. Count of input and output buffers landed at 12. The placement stage leaves a total instance area of between 400 and 500 um2. Before antenna repair, the detailed router went through 2 iterations. Growth of design area from synthesis to finish landed at 91.3%.

Sequential cells were found to cover 0% of the synthesized design area. The synthesized instance count is 29. The final timing report derives a shortest allowable period of 2660 ps. Combined flip-flop and latch cell area landed at 0 um2. The script extracted a total leakage power of 0.181 nW. Required time of the critical path landed at about 1600 ps. The last timing report of the flow puts the setup violation total at 3. Power per cell area landed at about 180 nW/um2. Routed wire length landed at 631 um. The commonest cells after synthesis are 6 x buf_4, 5 x and2_1, 4 x ha_1, 4 x inv_1. STA reports the tightest min-delay check as being of type in -> out. Remaining routing DRC violations landed at 0. Setup TNS after final layout landed at -1470 ps. The run reported a max-capacitance violation count of 0. Largest fanout of any net on the critical path landed at 3. Critical path data arrival time landed at ~2300 ps.

Worst-case headroom to the max-slew limit landed at 89.2%. Post-route antenna net violation count landed at 0. STA classifies the critical path endpoint as a primary output. Sum of net half-perimeters after detailed placement landed at 577 um. The number of antenna violations at the first check in global routing was 0. The first global-routing pass estimated 1030 um of wire. Per the post-run analysis, buffers plus inverters along the critical path come to 4. Walking the worst path, the cells encountered are buf_8 > and2_4 > ha_4 > a41oi_2 > nor2_1 > ha_1 > inv_2 > fa_2 > inv_2 > fa_2 > buf_2. Using the TritonRoute via totals, the vias-per-cell ratio works out to roughly 2.5. Count of instantiated cells in the yosys netlist landed at 29. Number of distinct library cell variants in the gate-level netlist after synthesis landed at 11. Total of fill cells in the finished design landed at 399.

For this run, the number of Yosys warnings is 1. On the worst path, the slowest cell contributes a delay of around 410 ps. The worst setup path is launched from a primary input. Measured along the x axis, the die boundary spans 80 um. Before any placement, the netlist area is recorded as 230 um2. In the post-route analysis, the smallest setup slack over all paths is -663 ps. Number of pins with negative max-slew slack in the final report landed at 0.

The die covers 6400 um2. Share of post-route cells with drive strength above 1 landed at 68.4%. The synthesis stats list as the most numerous cell buf_4.
## path summary, 6_finish.rpt
| kind | from | endpoint | cells past startpoint |
|---|---|---|---|
| max | x[1] | z[4] | 11 |
| min | x[0] | z[2] | 4 |
## placed cells by master, fill, tap and decap left out, types with 2 or more instances in the layout
cell type	instances
nand2_1	2
ha_4	3
and2_4	3
clkdlybuf4s50_1	3
inv_2	3
buf_4	3
buf_2	4
fa_2	2
buf_6	3
and2_1	3
## metrics by stage
step | util, % | instances
floorplan | - | 29
global placement | 12.3 | 83
detailed placement | 12.3 | 83
CTS | 12.4 | 84
global route | 12.9 | 84
finish | 12.9 | 84
## where the power goes
part / internal (mW) / switching, mW
clock network: 0 / 0
registers: 0 / 0
logic: 0.0505 / 0.0288
total: 0.0505 / 0.0288
## kinds of logic after synthesis
group,count (synthesis),share of synthesized area (%)
compound gates,2,5.98
xor+xnor,1,3.81
fa+ha+maj,6,39.1
buf+inv,10,26.1
simple gates,10,25.0
## final cells by class
| class | instances | area [um2] | share of cell area, % |
|---|---|---|---|
| Inverter | 4 | 15.0 | 3.41 |
| Multi-Input combinational cell | 19 | 238 | 54.0 |
| Tap cell | 46 | 57.6 | 13.1 |
| Timing Repair Buffer | 15 | 130 | 29.5 |
## layer usage
layer | wire [um] | vias to the layer above | track usage, % | share of wire, %
li1 | - | 105 | - | -
met1 | 351 | 92 | 3.06 | 56
met2 | 226 | 9 | 2.65 | 36
met3 | 53 | 0 | 0.568 | 8.4
met4 | 0 | 0 | 0 | 0
met5 | 0 | - | 0 | 0
## timing repair
action	in CTS	in global routing
resized	39	3
hold endpoints to repair	0	0
endpoints found under the setup margin	5	4
pin swaps	7	4
setup buffers	1	0
Power is estimated from default activity; no workload was simulated.
