## config.mk

```make
export PLATFORM = sky130hd
export DESIGN_NAME = mul4bj
export DESIGN_NICKNAME = mul4bj
export VERILOG_FILES = /design/flow/design.v
export SDC_FILE = /design/flow/constraint.sdc
export NUM_CORES = 4
export LEC_CHECK = 1
export CORE_AREA = 10 10 70 70
export DIE_AREA = 0 0 80 80
```

## constraint.sdc

```tcl
current_design mul4bj

set clk_period 4.4
set clk_io_pct 0.2

create_clock -name clk0 -period $clk_period

set non_clock_inputs [all_inputs -no_clocks]
set_input_delay [expr $clk_period * $clk_io_pct] -clock clk0 $non_clock_inputs
set_output_delay [expr $clk_period * $clk_io_pct] -clock clk0 [all_outputs]
```

## design.v

```verilog
module mul1b(input x, y, si, ci, output cout, sout);
	sum1b adder0 (si, (x & y), ci, cout, sout);
endmodule
module mul4bj(input [3:0]x, y, output [7:0]z);
	wire [15:0]cx, sx[15:0];
	mul1b u0(x[0], y[0], 0, 0, cx[0], sx[0]);
	mul1b u1(x[1], y[0], 0, cx[0], cx[1], sx[1]);
	mul1b u2(x[2], y[0], 0, cx[1], cx[2], sx[2]);
	mul1b u3(x[3], y[0], 0, cx[2], cx[3], sx[3]);
	mul1b u4(x[0], y[1], sx[1], 0, cx[4], sx[4]);
	mul1b u5(x[1], y[1], sx[2], cx[4], cx[5], sx[5]);
	mul1b u6(x[2], y[1], sx[3], cx[5], cx[6], sx[6]);
	mul1b u7(x[3], y[1], cx[3], cx[6], cx[7], sx[7]);
	mul1b u8(x[0], y[2], sx[5], 0, cx[8], sx[8]);
	mul1b u9(x[1], y[2], sx[6], cx[8], cx[9], sx[9]);
	mul1b u10(x[2], y[2], sx[7], cx[9], cx[10], sx[10]);
	mul1b u11(x[3], y[2], cx[7], cx[10], cx[11], sx[11]);
	mul1b u12(x[0], y[3], sx[9], 0, cx[12], sx[12]);
	mul1b u13(x[1], y[3], sx[10], cx[12], cx[13], sx[13]);
	mul1b u14(x[2], y[3], sx[11], cx[13], cx[14], sx[14]);
	mul1b u15(x[3], y[3], cx[11], cx[14], cx[15], sx[15]);
	assign z[0] = sx[0];
	assign z[1] = sx[4];
	assign z[2] = sx[8];
	assign z[3] = sx[12];
	assign z[4] = sx[13];
	assign z[5] = sx[14];
	assign z[6] = sx[15];
	assign z[7] = cx[15];
endmodule
module sum1b(input a, b, cin, output cout, out);
	assign cout = (b & cin) | (a & !b & cin) | (a & b & !cin);
	xor(out, a, b, cin);
endmodule
```

## run.sh

```bash
#!/bin/bash
# OpenROAD 26Q1-2900-gdf79404cd8, Yosys 0.63+post, stock flow scripts
make -C /OpenROAD-flow-scripts/flow DESIGN_CONFIG=/design/flow/config.mk WORK_HOME=/design/flow/orfs finish
```

==> results_dict.tcl <==
# flow metrics
set metrics [dict create \
    cellPowerDensity_nw_per_um2 104 \
    drt_first_pass_iters 3 \
    first_iter_violations 1 \
    synth_top_cell_by_count "inv_1" \
    syn_area_um2 449 \
    timing.fmax_mhz 198 \
    wl_per_cell_um 8.09 \
    yosys_area_um2 449 \
    cp_common_cell "fa_2" \
    overflow 0 \
    endpoint "z[6]" \
    grt_start_max_net_pins 5 \
    floorplan.core_util_pct 13.2 \
    wirelength_um 922 \
    drcViolationCount 0 \
    crit_cells 15 \
    violations "negative setup slack" \
    grt_usage_pct 3.22 \
    crit_required_ns 3.52 \
    diodes 0 \
    num_vias 350 \
    critical_path_class "primary input to primary output" \
    ir_worst_vdd_mv 0.0368 \
    die-area_um2 6400 \
    maxSlewHeadroom_pct 85.3 \
    end_kind "primary output" \
    rsz0062_at_grt "true" \
    synth.distinct_cells 11 \
    min_path_type "primary input to primary output" \
    tightest_slew_ns 0.220 \
    cpMaxStageDelayCell "fa_1" \
    nClkBuffers 0 \
    yosys.area.top_type "fa_1" \
    ff_count 0 \
    outcome "finished, violations left" \
    finalSetupTns_ns -1.43 \
    leakage_uw 0.000331 \
    worstPathCellList "buf_8 -> and2_4 -> ha_4 -> nor2b_4 -> a221oi_4 -> fa_1 -> inv_2 -> fa_2 -> inv_2 -> fa_2 -> fa_2 -> fa_2 -> inv_2 -> fa_2 -> buf_2" \
    crit_buf_inv 5 \
    cp.arrival_ns 4.18 \
    setup_viol 4 \
    common_cells "inv_1 (11), buf_4 (8), and2_1 (7), fa_1 (7), ha_1 (7)" \
    path_max_fanout 4 \
    top_cells_by_area "fa_1 (31%), ha_1 (19%), buf_4 (13%)" \
    yosys_cells 52 \
    period_minus_slack_ns 5.06 \
    post-route-period-util_pct 115 \
    synth_seq_share_pct 0 \
    rows 21 \
    top_cell_area_share_pct 31.2 \
    core-area_um2 3420 \
    place_congestion 0.746 \
    areaGrowthSynthToFinish_pct 65.5 \
    vias_per_cell 3.07 \
    postSynthAreaPerCell_um2 8.64 \
    boundaryPins 16 \
    max_stage_delay_ns 0.52 \
    syn_inst 52 \
    drive_gt1_share_pct 54.4 \
    die_y_um 80 \
    placed_cell_area_um2 733 \
    seq_area_um2 0 \
    startpoint "x[1]" \
    hold_violations 0 \
    die_w_um 80 \
    cpLargestDelayFamily "adder cells" \
    stdcell_area_um2 743 \
    dpl_worst_slack_ns -1.49 \
    postRouteAntennaNets 0 \
    antenna_found_initial 0 \
    yosysWarnings 1 \
    grt_pass1_wl_mm 1.73 \
    portBuffers 16 \
    cp-start-kind "primary input" \
    dp_hpwl_um 899 \
    worst_slack_ns -0.661 \
    slew_viol_final 0 \
    max-cap-violations 0 \
    grt_pass1_vias 385 \
    warning_count 37 \
    whs_path_depth 5 \
]
[kinds of logic (layout without fill, tap and decap cells)]
group | Yosys count | in the layout | share of synthesized area, %
AND-OR/OR-AND | 1 | 1 | 3.34
adder cells (fa/ha/maj) | 14 | 14 | 50.7
AND/OR/NAND/NOR | 17 | 17 | 21.4
buffers and inverters | 19 | 35 | 22.6
XOR/XNOR | 1 | 1 | 1.95
[worst min path at each step]
stage	startpoint	end	slack [ns]
4_1_cts	x[1]	z[4]	2.27
5_1_grt	x[1]	z[4]	2.32
6_report	x[1]	z[4]	2.28
[cell type report]
class,count,area [um2]
Fill cell,382,2670
Timing Repair Buffer,24,209
Multi-Input combinational cell,33,435
Inverter,11,41.3
Tap cell,46,57.6
[cell usage in the layout, fill, tap and decap left out, drive strengths merged]
cell type,n
buf,17
inv,11
and2,10
fa,7
ha,7
nand2,6
clkdlybuf4s50,6
xor2,1
nor2b,1
a221oi,1
dlygate4sd2,1
[metal layers]
layer	up-vias	global-route usage [%]	wire length [um]
li1	177	-	-
met2	10	5.06	411
met5	-	0	0
met4	0	0	0
met3	0	0.795	71
met1	163	4.62	439
[per-stage QoR]
step	hold WS, ns	cells	util, %	power [uW]
2_1_floorplan	1.94	52	-	54.7
3_3_place_gp	2.92	113	21.5	86.6
6_report	2.28	114	21.8	77.6
5_1_grt	2.32	114	21.8	89.3
3_5_place_dp	2.93	113	21.5	86.7
4_1_cts	2.27	114	21.4	80.2
[power breakdown]
group / switching (uW) / total [uW] / internal [uW]
registers: 0 / 0 / 0
clock network: 0 / 0 / 0
logic: 30.4 / 77.6 / 47.2
total: 30.4 / 77.6 / 47.2
[timing repair]
action / CTS / global route
pin swaps: 12 / 4
setup endpoints to repair: 5 / 4
gates resized: 40 / 2
hold buffers: 0 / 0
buffers inserted: 1 / 0
Power is estimated from default activity; no workload was simulated.
