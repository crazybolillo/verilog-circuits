===== /design/flow/run.sh =====
#!/bin/bash
# OpenROAD 26Q1-2900-gdf79404cd8, Yosys 0.63+post, stock flow scripts
make -C /OpenROAD-flow-scripts/flow DESIGN_CONFIG=/design/flow/config.mk WORK_HOME=/design/flow/orfs finish

===== /design/flow/config.mk =====
export PLATFORM = sky130hd
export DESIGN_NAME = mul5bj
export DESIGN_NICKNAME = mul5bj
export VERILOG_FILES = /design/flow/design.v
export SDC_FILE = /design/flow/constraint.sdc
export NUM_CORES = 4
export LEC_CHECK = 1
export CORE_AREA = 10 10 80 80
export DIE_AREA = 0 0 90 90

===== /design/flow/constraint.sdc =====
current_design mul5bj

set clk_period 8.1
set clk_io_pct 0.2

create_clock -name clk0 -period $clk_period

set non_clock_inputs [all_inputs -no_clocks]
set_input_delay [expr $clk_period * $clk_io_pct] -clock clk0 $non_clock_inputs
set_output_delay [expr $clk_period * $clk_io_pct] -clock clk0 [all_outputs]

===== /design/flow/design.v =====
module mul1b(input x, y, si, ci, output cout, sout);
	sum1b adder0 (si, (x & y), ci, cout, sout);
endmodule
module mul5bj(input [4:0] x, y, output[9:0] z);
	wire [24:0] cx, sx;
	mul1b u0(x[0], y[0], 0, 0, cx[0], sx[0]);
	mul1b u1(x[1], y[0], 0, cx[0], cx[1], sx[1]);
	mul1b u2(x[2], y[0], 0, cx[1], cx[2], sx[2]);
	mul1b u3(x[3], y[0], 0, cx[2], cx[3], sx[3]);
	mul1b u4(x[4], y[0], 0, cx[3], cx[4], sx[4]);
	mul1b u5(x[0], y[1], sx[1], 0, cx[5], sx[5]);
	mul1b u6(x[1], y[1], sx[2], cx[5], cx[6], sx[6]);
	mul1b u7(x[2], y[1], sx[3], cx[6], cx[7], sx[7]);
	mul1b u8(x[3], y[1], sx[4], cx[7], cx[8], sx[8]);
	mul1b u9(x[4], y[1], cx[4], cx[8], cx[9], sx[9]);
	mul1b u10(x[0], y[2], sx[6], 0, cx[10], sx[10]);
	mul1b u11(x[1], y[2], sx[7], cx[10], cx[11], sx[11]);
	mul1b u12(x[2], y[2], sx[8], cx[11], cx[12], sx[12]);
	mul1b u13(x[3], y[2], sx[9], cx[12], cx[13], sx[13]);
	mul1b u14(x[4], y[2], cx[9], cx[13], cx[14], sx[14]);
	mul1b u15(x[0], y[3], sx[11], 0, cx[15], sx[15]);
	mul1b u16(x[1], y[3], sx[12], cx[15], cx[16], sx[16]);
	mul1b u17(x[2], y[3], sx[13], cx[16], cx[17], sx[17]);
	mul1b u18(x[3], y[3], sx[14], cx[17], cx[18], sx[18]);
	mul1b u19(x[4], y[3], cx[14], cx[18], cx[19], sx[19]);
	mul1b u20(x[0], y[4], sx[16], 0, cx[20], sx[20]);
	mul1b u21(x[1], y[4], sx[17], cx[20], cx[21], sx[21]);
	mul1b u22(x[2], y[4], sx[18], cx[21], cx[22], sx[22]);
	mul1b u23(x[3], y[4], sx[19], cx[22], cx[23], sx[23]);
	mul1b u24(x[4], y[4], cx[19], cx[23], cx[24], sx[24]);
	assign z[0] = sx[0];
	assign z[1] = sx[5];
	assign z[2] = sx[10];
	assign z[3] = sx[15];
	assign z[4] = sx[20];
	assign z[5] = sx[21];
	assign z[6] = sx[22];
	assign z[7] = sx[23];
	assign z[8] = sx[24];
	assign z[9] = cx[24];
endmodule
module sum1b(input a, b, cin, output cout, out);
	assign cout = (b & cin) | (a & !b & cin) | (a & b & !cin);
	xor(out, a, b, cin);
endmodule

==> notes.org <==
#+TITLE: Flow metrics

** Yosys
- The area fraction of the largest cell type after synthesis is 0.430.
- For this run the top cell type by instance count after synthesis was sky130_fd_sc_hd__inv_1.
- Number of distinct library cells after synthesis :: 11
- Per Yosys stat, the portion of area used by sequential elements is 0.
- Library cell occupying the most area in the post-synthesis netlist :: sky130_fd_sc_hd__fa_1
- Top area cells in the synthesized netlist :: sky130_fd_sc_hd__fa_1 (43%), sky130_fd_sc_hd__buf_4 (12%), sky130_fd_sc_hd__ha_1 (12%)
- Mean Syn Cell Area :: 8.81 µm²
- By count the netlist is led by sky130_fd_sc_hd__inv_1 (16), sky130_fd_sc_hd__fa_1 (14), sky130_fd_sc_hd__nand2_1 (11).
- Ys Warns :: 10
- The cell count after synthesis came out at 74.
- The number of cells reported by Yosys stat comes to 74.
- Mapped cell area :: 652 µm²
- According to the Yosys statistics, the synthesized design has a chip area of 652 µm².

** Cells and area
- There are 0 flip-flops and latches.
- In this run the layout overhead on the synthesized area is reported as 42.6%.
- In the final layout, the share of cells above drive strength 1 is 0.322.
- Summing all non-filler instances in the final layout gives an area of 930 µm².
- Number of clock buffer instances in the layout :: 0
- Sequential cell area in the final layout :: 0 µm²

** Pwr
- The report lists the power per cell area as 92.3 nW/µm².
- Switching power :: 32.1 µW
- Tot Pwr :: 85.8 µW
- Peak supply drop :: 0.0000169 V
- Switching power as a fraction of the total was reported as 0.374.
- The internal portion of the total power is 53.7 µW.
- Leakage power total :: 0.423 nW
- The power report attributes to the combinational group a share of 1.000.
- Reg power frac :: 0
- Part of the power in the clock network :: 0

** Placed design
- After legalization and detailed placement, the total HPWL measured 1220 µm.
- Global placer's final weighted congestion :: 0.741
- Instance area at placement :: 898 µm²
- Per the placement log, port buffering inserted 20 buffers.

** Critical path
- Delay-heaviest family, CP :: adder cells
- Critical path launch point type :: input pin
- The critical path crosses 19 cells after its start point.
- Of all nets on the critical path, the largest fanout is 5.
- Kind of critical path :: in -> out
- The timing report notes that buffer and inverter cells on the critical path total 7.
- Among the stages of the critical path, the cell type that occurs most often is sky130_fd_sc_hd__fa_2.
- For the worst setup path, the data arrival time is 6250 ps.
- The longest incremental delay of any stage on the critical path is reported as 520 ps.
- According to the timing report, the data required time at the worst endpoint equals 6480 ps.
- The critical path's slowest stage uses the library cell sky130_fd_sc_hd__fa_1.
- Critical Path End Type :: primary output
- Cells traversed along the worst timing path :: buf_4, and2_4, ha_1, a22o_1, o21ai_4, fa_2, inv_1, fa_1, inv_1, fa_1, inv_1, fa_2, inv_2, fa_2, fa_2, fa_2, fa_2, inv_1, clkdlybuf4s50_1

** Route
- Via/cell ratio :: 2.92
- Routed Wire Length :: 1310 µm
- In the routed design, unresolved DRC markers number 0.
- Antenna fix cells :: 0
- Drt first pass iters :: 4
- Total number of vias :: 458
- After detailed routing, the average wire length per cell comes to 8.35 µm.
- For this block, the initial DRC count from the detailed router was 9.
- Remaining antenna violation count :: 0

** Global route
- Pin count of the biggest net entering global routing :: 7
- For this run, the total global-route usage over all layers was measured as 0.0344.
- Global-route congestion overflow total :: 0
- The first global-routing pass estimated 2380 µm of wire.
- The number of global-route vias before repair is 553.
- Number of antenna violations at the first check in global routing :: 0

** Final timing
- Looking at the max-slew report, the worst-margin pin has a slew of 178 ps.
- Setup-violating endpoint count in the final report :: 0
- Timing would allow up to 127 MHz.
- Worst slew slack as a fraction of its limit :: 0.881
- Hold slack final :: 3920 ps
- Fin crit period :: 7870 ps
- Ratio of final minimum period to clock period :: 0.972
- Counting pins that exceed their max-slew limit in the final report gives 0.
- Unrepaired setup endpoints after global routing :: false
- Final tally of hold violations :: 0

** Floorplanning
- Core region area :: 4720 µm²
- Chip area :: 8100 µm²
- For this design the top-level I/O count stands at 20.
- Die Ht :: 90 µm
- Initial core utilization :: 0.138
- Measured along the x axis, the die boundary spans 90 µm.
- Core Rows :: 25

** Run status
- Status :: finished clean

** Flow run
- Max-capacitance violation count :: 0
- Number of warning messages in the logs :: 32

** Min path
- STA reports the tightest min-delay check as being of type in -> out.
- Hold analysis shows the worst path with a depth of 3.
- The worst hold path terminates at z[0].
- Launch instance of the worst min-delay path :: y[0]
cell type report:
cell class	count	area [µm²]
fill	518	3790
inverter	16	60.1
multi-input combinational	48	561
tap	67	83.8
timing repair buffer	26	225
power by group through the flow:
stage / Combinational, mW / Clock [mW] / Sequential, mW
4_1_cts: 0.0896 / 0 / 0
5_1_grt: 0.100 / 0 / 0
6_report: 0.0858 / 0 / 0
metal layers:
layer / wire length, µm / global-route usage / vias up
met5: 0 / 0 / -
met4: 0 / 0 / 0
met3: 65 / 0.00503 / 0
met2: 613 / 0.0617 / 14
met1: 632 / 0.0453 / 207
li1: - / - / 237
logic make-up after synthesis:
group / after synthesis / share of synthesized area
compound gates: 2 / 0.0269
xor+xnor: 1 / 0.0134
fa+ha+maj: 20 / 0.545
buf+inv: 26 / 0.207
simple gates: 25 / 0.207
worst max-delay path by stage:
stage / slack [ps] / to / start
after CTS: 1 / z[8] / x[1]
final: 230 / z[7] / y[0]
after global routing: 40 / z[7] / y[0]
repair_timing:
item,in CTS,in global routing
setup endpoints to repair,4,3
setup buffers,1,0
resized,26,14
endpoints found under the hold margin,0,0
pin swaps,7,4
hold buffers,0,0
stage by stage:
stage | setup WS, ps | util | std cells | setup TNS [ps]
after floorplan | 258 | - | 74 | 0
after global routing | 36.4 | 0.197 | 157 | 0
after CTS | 1.11 | 0.194 | 157 | 0
after detailed placement | -707 | 0.190 | 156 | -1590
after global placement | -719 | 0.190 | 156 | -1620
final | 229 | 0.197 | 157 | 0
cell usage in the layout (no fill, tap or decap), drive strengths merged:
cell	count
xnor2	1
fa	14
clkbuf	3
inv	16
clkdlybuf4s50	13
dlymetal6s2s	1
and2	14
buf	9
ha	6
nand2	11
a22o	1
o21ai	1
Power and IR drop assume default switching activity.
